==> ./design.v <==
module elevator(
    input logic clk, rst,
    input logic [2:0] floor,
    output logic [2:0] out
);
    typedef enum logic [2:0] {
        S0 = 3'b000, S1 = 3'b001, S2 = 3'b010, S3 = 3'b011,
        S4 = 3'b100, S5 = 3'b101, S6 = 3'b110, S7 = 3'b111
    } State;
    State cs, ns;
    logic [3:0] redundant_counter;  
    logic dummy_signal;  
    always_ff @(posedge clk or negedge rst) begin
        if (!rst) begin
            cs <= S0;
            redundant_counter <= 4'b0000; 
            dummy_signal <= 1'b0;
        end else begin
            cs <= ns;
            redundant_counter <= redundant_counter + 1;  
            dummy_signal <= ~dummy_signal;  
        end
    end
    always_comb begin
        ns = cs;
        case(cs)
            S0: if (floor > 3'b000) ns = S1;
            S1: if (floor > 3'b001) ns = S2; else if (floor < 3'b001) ns = S0;
            S2: if (floor > 3'b010) ns = S3; else if (floor < 3'b010) ns = S1;
            S3: if (floor > 3'b011) ns = S4; else if (floor < 3'b011) ns = S2;
            S4: if (floor > 3'b100) ns = S5; else if (floor < 3'b100) ns = S3;
            S5: if (floor > 3'b101) ns = S6; else if (floor < 3'b101) ns = S4;
            S6: if (floor > 3'b110) ns = S7; else if (floor < 3'b110) ns = S5;
            S7: if (floor < 3'b111) ns = S6;
        endcase
    end
    assign out = cs ^ redundant_counter[2:0];  
endmodule
module top(
    input logic clk, rst,
    input logic [2:0] floor1, floor2, floor3,
    output logic [2:0] out1, out2, out3
);
    logic [3:0] wasteful_counter;  
    logic redundant_signal;  
    logic dummy_latch;  
    always_ff @(posedge clk or negedge rst) begin
        if (!rst) begin
            wasteful_counter <= 4'b0000;
            redundant_signal <= 1'b0;
            dummy_latch <= 1'b0;
        end else begin
            wasteful_counter <= wasteful_counter + 1;
            redundant_signal <= ~redundant_signal;  
            dummy_latch <= wasteful_counter[1];  
        end
    end
    elevator e1 (.clk(clk), .rst(rst), .floor(floor1), .out(out1));
    elevator e2 (.clk(clk), .rst(rst), .floor(floor2), .out(out2));
    elevator e3 (.clk(clk), .rst(rst), .floor(floor3), .out(out3));
endmodule
==> ./run.sh <==
#!/bin/bash
# OpenROAD 26Q1-2900-gdf79404cd8, Yosys 0.63+post, stock flow scripts
make -C /OpenROAD-flow-scripts/flow DESIGN_CONFIG=/design/flow/config.mk WORK_HOME=/design/flow/orfs finish
==> ./config.mk <==
export PLATFORM = sky130hd
export DESIGN_NAME = top
export DESIGN_NICKNAME = top
export VERILOG_FILES = /design/flow/design.v
export SDC_FILE = /design/flow/constraint.sdc
export NUM_CORES = 4
export LEC_CHECK = 1
export CORE_UTILIZATION = 30
==> ./constraint.sdc <==
current_design top

set clk_period 2.9
set clk_io_pct 0.2

create_clock -name clk0 -period $clk_period [get_ports {clk}]

set non_clock_inputs [all_inputs -no_clocks]
set_input_delay [expr $clk_period * $clk_io_pct] -clock clk0 $non_clock_inputs
set_output_delay [expr $clk_period * $clk_io_pct] -clock clk0 [all_outputs]
==> out/results.tsv <==
stage	metric	value	unit
status	status	finished, final reports clean	
final_timing	fmax	489.5	MHz
grt	grt_pass1_vias	626	
cts	root_buffer	clkbuf_4	
worst_setup_path	critPathSlowestCell	dfrtp_1	
floorplan	num_rows	20	
cts	cts_hold_buf	0	
cts	post_cts_buffers	0	
run	warnings	25	
worst_hold_path	hold_path_class	flop to flop	
worst_setup_path	cp_cell_sequence	xor2_1 -> clkdlybuf4s50_1	
floorplan	initial_core_util	0.3148	
floorplan	die_y	58.60	um
logic_synthesis	ys.flop_type	dfrtp_1	
final_timing	maxSlewHeadroom	0.8067	
detailed_routing	wl	1.476	mm
logic_synthesis	edf_count	0	
final_timing	tns	0	ps
floorplan	die_x	58.60	um
detailed_routing	met1_length	750	um
detailed_routing	met3_wirelength	39	um
cts	worstSkewPairLatency	290	ps
final_layout	fin_area	0.001206	mm^2
placed_design	gp_congestion	0.7808	
placed_design	post-place-cells	151	
detailed_routing	routedWlPerCell	9.523	um
final_layout	syn2layout_area_growth	25.52	%
run	cap_violations	0	
logic_synthesis	synth_cells	94	
cts	numCtsBuffers	3	
final_timing	grt_setup_unrepaired	no	
final_timing	finClkSkew	3.245	ps
floorplan	core	0.003053	mm^2
cts	cts_tree	built	
final_layout	final_cells	155	
power_and_ir_drop	finalPower	1.019	mW
cts	ctsResizeCount	0	
logic_synthesis	syn_area_per_cell	10.22	um^2
power_and_ir_drop	power.density	845.1	mW/mm^2
detailed_routing	drt_iter0_drc	25	
worst_setup_path	crit_required	2320	ps
detailed_routing	route.detailed.drc	0	
final_layout	fill_cells	309	
final_timing	slew_viol_final	0	
detailed_routing	dr.pass1.iters	3	
detailed_routing	met2RoutedLength	667	um
cts	clk_path_buf_depth	2	
worst_setup_path	crit_fanout	8	
power_and_ir_drop	peakVddDrop	275.0	uV
worst_setup_path	slowest_delay	520	ps
logic_synthesis	synth_area	960.9	um^2
power_and_ir_drop	leakage	0.5553	nW
logic_synthesis	ys_chip_area	960.9	um^2
logic_synthesis	synth_cell_types	27	
worst_setup_path	crit_family	flip-flops	
final_timing	finalWorstPathRequiredPeriod	2043	ps
detailed_routing	vias	671	
final_timing	period_used_share	0.7044	
grt	grt.overflow.total	0	
detailed_routing	top_layer_used	met4	
worst_setup_path	worst-endpoint-arrival	1460	ps
placed_design	hpwlAfterDp	1.064	mm
detailed_routing	vias_per_cell	4.329	
final_timing	final_hold_viol_count	0	
detailed_routing	ant_nets	0	
placed_design	dpl_cell_area	0.001170	mm^2
logic_synthesis	synthArstFlopShare	1.000	
floorplan	fp.dieArea	0.003433	mm^2
logic_synthesis	ys_seq_frac	0.4688	
worst_setup_path	cp_num_buf_inv	1	
grt	grtUsageTotal	0.09912	
cts	clk_pin_slew	100	ps
worst_setup_path	critPathCaptureType	output pin	
logic_synthesis	synth-seq-cells	18	
placed_design	numPortBuffers	19	
floorplan	pin_count	20	
cts	h-tree-depth	1	
final_timing	setup_viol_count_final	0	
final_timing	worstMarginPinSlew	290.0	ps
detailed_routing	route.antenna.diode_count	0	
cts	cts.sink_count	18	
worst_setup_path	start_kind	flop	
logic_synthesis	synth_warnings	2	
grt	grt_antenna_before_repair	0	
grt	grt_pass1_wl	2.649	mm
final_layout	lay_top_cells	clkdlybuf4s50_1, dfrtp_1, xor2_1, a21oi_1, xnor2_1	
final_layout	drive_above_1_share	0.04505	
final_layout	final_common_cell	clkdlybuf4s50_1	
grt	grt_max_degree	19	
worst_setup_path	critPathKind	flop to output pin	
logic_synthesis	ys_cells	94	
[worst register-to-register path, cell delays in order, from the launching register on]
cell and delay (ps):
dfrtp_1 480, or3b_1 370, a21oi_1 150, a211o_1 110
[final timing paths]
check | from | endpoint | slack [ps] | depth (start not counted)
max | e1.cs[1] | out1[1] | 860 | 2
min | e2.redundant_counter[0] | e2.redundant_counter[0] | 480 | 1
max reg2reg | e2.cs[0] | e2.cs[1] | 1740 | 3
min reg2reg | e2.redundant_counter[0] | e2.redundant_counter[0] | 480 | 1
max in group asynchronous | rst | e2.redundant_counter[0] | 2110 | 2
min in group asynchronous | rst | e2.redundant_counter[1] | 610 | 2
[sequential cells by signal (all words and copies together), names as in the netlist]
signal / count
e1.cs: 3
e3.redundant_counter: 3
e2.redundant_counter: 3
e3.cs: 3
e2.cs: 3
e1.redundant_counter: 3
[logic make-up after synthesis]
logic type                 count (synthesis)  share of synthesized area
xor gates and xnor gates                  20                     0.1823
adders and majority gates                  3                    0.03907
buffers and inverters                     13                    0.06901
DFF                                       18                     0.4687
and+or+nand+nor                           15                    0.08336
AOI/OAI and AO/OA                         25                     0.1576
[layer usage]
layer / up-vias / GRT usage
li1: 347 / -
met1: 314 / 0.1621
met2: 8 / 0.1478
met3: 2 / 0.008909
met4: 0 / 0.02381
met5: - / 0
[final cells by class]
class / instances / area, um^2 / share of cell area
tap: 44 / 55.05 / 0.04564
clock buffer: 4 / 36.28 / 0.03008
multi-input combinational: 63 / 444.2 / 0.3683
timing repair buffer: 20 / 197.7 / 0.1639
sequential: 18 / 450.4 / 0.3734
inverter: 6 / 22.52 / 0.01867
[report_power, final]
| group | leakage, nW | internal (mW) | total (mW) | switching, mW |
|---|---|---|---|---|
| clock | 0.0210 | 0.0764 | 0.151 | 0.0750 |
| sequential | 0.233 | 0.315 | 0.442 | 0.127 |
| combinational | 0.301 | 0.287 | 0.426 | 0.138 |
[Yosys cell counts (3+ instances only)]
master / number / area share
a21oi_1: 10 / 0.052
ha_1: 3 / 0.039
xor2_1: 12 / 0.11
dfrtp_1: 18 / 0.47
inv_1: 6 / 0.023
buf_2: 5 / 0.026
a31o_1: 3 / 0.027
nor2_1: 3 / 0.012
o21ai_0: 5 / 0.026
xnor2_1: 8 / 0.073
[per-stage QoR]
stage | utilization | worst slack, ps | hold slack [ps]
3_3_place_gp | 0.3832 | 1164 | 464.4
3_5_place_dp | 0.3832 | 1127 | 466.7
4_1_cts | 0.3951 | 833.2 | 481.5
5_1_grt | 0.3951 | 742.2 | 505.8
6_report | 0.3951 | 857.2 | 476.0
2_1_floorplan | - | 1606 | 284.4
Power and IR drop assume default switching activity.
